==> /design/flow/design.v <==
module LIF #(
    parameter INPUT_WIDTH       = 8,    
    parameter VOLTAGE_WIDTH     = 16,  
    parameter VOLTAGE_FRAC_BITS = 8, 
    parameter THRESHOLD         = 16'h0100 
)(
    input                           clk,
    input                           rst_n,
    input                           i_valid,         
    input      signed [INPUT_WIDTH-1:0]   neuron_in,       
    output     reg                    spike_out,       
    output     reg                    o_valid          
);
reg   signed [VOLTAGE_WIDTH-1:0]    membrane_potential;
wire  signed [VOLTAGE_WIDTH-1:0]    leaky_potential;
wire  signed [VOLTAGE_WIDTH-1:0]    scaled_input;
wire  signed [VOLTAGE_WIDTH-1:0]    next_membrane_potential;
assign leaky_potential = membrane_potential - (membrane_potential >> 2);
assign scaled_input = {{(VOLTAGE_WIDTH-INPUT_WIDTH){neuron_in[INPUT_WIDTH-1]}}, neuron_in};
assign next_membrane_potential = leaky_potential + scaled_input;
reg i_valid_d1;
always @(posedge clk or negedge rst_n) begin
    if (!rst_n) begin
        i_valid_d1 <= 1'b0;
        o_valid    <= 1'b0;
    end else begin
        i_valid_d1 <= i_valid;
        o_valid <= i_valid_d1;
    end
end
always @(posedge clk or negedge rst_n) begin
    if (!rst_n) begin
        membrane_potential <= 'd0;
        spike_out          <= 1'b0;
    end else begin
        spike_out <= 1'b0;
        if (i_valid_d1) begin  
            if (membrane_potential > THRESHOLD) begin
                spike_out          <= 1'b1;    
                membrane_potential <= 'd0;      
            end else begin
                membrane_potential <= next_membrane_potential;
            end
        end
    end
end
endmodule
module lif_top (
    input                   sclk,
    input                   s_rst_n,
    input           [63:0]  stream_rx_data,
    input                   stream_leakyrelu_vld,
    input                   write_finish,
    input           [7:0]   ch0_data_i,
    input           [7:0]   ch1_data_i,
    input           [7:0]   ch2_data_i,
    input           [7:0]   ch3_data_i,
    input           [7:0]   ch4_data_i,
    input           [7:0]   ch5_data_i,
    input           [7:0]   ch6_data_i,
    input           [7:0]   ch7_data_i,
    input                   ch_data_vld_i,
    output  wire    [7:0]   ch0_data_o,
    output  wire    [7:0]   ch1_data_o,
    output  wire    [7:0]   ch2_data_o,
    output  wire    [7:0]   ch3_data_o,
    output  wire    [7:0]   ch4_data_o,
    output  wire    [7:0]   ch5_data_o,
    output  wire    [7:0]   ch6_data_o,
    output  wire    [7:0]   ch7_data_o,
    output  wire            ch_data_vld_o
);
wire                    spike_out_ch0, spike_out_ch1, spike_out_ch2, spike_out_ch3;
wire                    spike_out_ch4, spike_out_ch5, spike_out_ch6, spike_out_ch7;
reg     [1:0]           data_vld_delay;
always @(posedge sclk or negedge s_rst_n) begin
    if (s_rst_n == 1'b0)
        data_vld_delay <= 2'd0;
    else
        data_vld_delay <= {data_vld_delay[0], ch_data_vld_i};
end
assign ch_data_vld_o = data_vld_delay[1];
genvar i;
generate
    for (i = 0; i < 8; i = i + 1) begin : lif_channel_inst
        wire [7:0] current_ch_data_i;
        wire [7:0] current_ch_data_o;
        wire       current_spike_out;
        case (i)
            0: begin
                assign current_ch_data_i = ch0_data_i;
                assign ch0_data_o = {7'b0, current_spike_out};
            end
            1: begin
                assign current_ch_data_i = ch1_data_i;
                assign ch1_data_o = {7'b0, current_spike_out};
            end
            2: begin
                assign current_ch_data_i = ch2_data_i;
                assign ch2_data_o = {7'b0, current_spike_out};
            end
            3: begin
                assign current_ch_data_i = ch3_data_i;
                assign ch3_data_o = {7'b0, current_spike_out};
            end
            4: begin
                assign current_ch_data_i = ch4_data_i;
                assign ch4_data_o = {7'b0, current_spike_out};
            end
            5: begin
                assign current_ch_data_i = ch5_data_i;
                assign ch5_data_o = {7'b0, current_spike_out};
            end
            6: begin
                assign current_ch_data_i = ch6_data_i;
                assign ch6_data_o = {7'b0, current_spike_out};
            end
            7: begin
                assign current_ch_data_i = ch7_data_i;
                assign ch7_data_o = {7'b0, current_spike_out};
            end
        endcase
        LIF #(
            .INPUT_WIDTH(8),
            .VOLTAGE_WIDTH(16)
        ) u_lif_neuron (
            .clk        (sclk),
            .rst_n      (s_rst_n),
            .i_valid    (ch_data_vld_i),
            .neuron_in  (current_ch_data_i),
            .spike_out  (current_spike_out),
            .o_valid    ()
        );
    end
endgenerate
endmodule
==> /design/flow/run.sh <==
#!/bin/bash
# OpenROAD 26Q1-2900-gdf79404cd8, Yosys 0.63+post, stock flow scripts
make -C /OpenROAD-flow-scripts/flow DESIGN_CONFIG=/design/flow/config.mk WORK_HOME=/design/flow/orfs finish
==> /design/flow/config.mk <==
export PLATFORM = sky130hd
export DESIGN_NAME = lif_top
export DESIGN_NICKNAME = lif_top
export VERILOG_FILES = /design/flow/design.v
export SDC_FILE = /design/flow/constraint.sdc
export NUM_CORES = 4
export LEC_CHECK = 1
export CORE_UTILIZATION = 30
==> /design/flow/constraint.sdc <==
current_design lif_top

set clk_period 4.8
set clk_io_pct 0.2

create_clock -name clk0 -period $clk_period [get_ports {sclk}]

set non_clock_inputs [all_inputs -no_clocks]
set_input_delay [expr $clk_period * $clk_io_pct] -clock clk0 $non_clock_inputs
set_output_delay [expr $clk_period * $clk_io_pct] -clock clk0 [all_outputs]
==> CHANGELOG.md <==
### Implementation results

* Max_slew headroom at 53.56%
* Power Total at 11.62 mW
* Fin cells at 2527
* GR Overflow Total at 0
* Rows at 81
* Die X at 226.1 µm
* Placer congestion estimate at 0.8826
* Outcome: finished clean
* Min setup slack post-route at 1096 ps
* Comb area leader: adder cells
* PwrDens at 685.8 mW/mm²
* Critical Path RT at 5150 ps
* Via count at 11710
* R2R depth at 10
* Mux frac, synth at 0.1495%
* Gate Area at 0.009544 mm²
* Chip area at 0.05112 mm²
* DP Area at 0.01635 mm²
* Initial antenna violation count at 2
* Post-route cell area at 0.01694 mm²
* Core area at 0.04925 mm²
* Worst-Margin Slew at 694.1 ps
* Worst hold margin at 429.1 ps
* Synth Register Bits at 138
* Layout cells sized above 1 at 4.404%
* Post-Synth Simple-Gate Area at 11.06%
* CTS H-Tree Depth at 4
* Max Freq at 0.2700 GHz
* TritonCTS buffer count at 17
* Commonest register cell after synthesis: dfrtp_1
* FP Util at 30.59%
* Via density at 4.634
* Compound-Gate Fraction of Synth Area at 19.08%
* Max-slew violation count at 0
* Cells after DPL at 2494
* Gr usage total at 13.42%
* Leakage at 8.346 nW
* R2R Setup Slk at 1810 ps
* Post-synthesis xor/xnor area fraction at 4.825%
* Vias in the first global route at 11460
* Antenna viol nets, final at 0
* Worst hold path class: primary input to async pin
* Filler instances at 5014
* DRC at 0
* Clock sink count at 138
* Root Buffer: clkbuf_16
* Ys async rst share at 100.0%
* Gate Count Post-Synth at 1789
* Register area at 0.003457 mm²
* Drt first pass iters at 5
* Setup bufs post-CTS at 0
* Chip Height at 226.1 µm
* Dpl ws at 602.6 ps
* Hold Buf Count CTS at 0
* TNS Setup at 0 ps
* Final hold vios at 0
* Post_cts resized at 0
* Post-DP HPWL at 23810 µm
* Synth unique cells at 68
* I/O Buffers at 75
* Post-layout min period at 3704 ps
* Share of the synthesized area in the top cell type at 22.92%
* Largest net degree at the start of global routing at 147
* VDD IR max at 0.0002744 V
* Leading area contributor after synthesis: dfrtp_1
* Tool warning count at 102
* Setup CP Type: primary input to flop
* Seq/Total Area, Yosys at 22.92%
* Final worst path period share at 77.16%
* TritonCTS clock tree: yes
* Top-count cell post-synth: inv_1
* Crit path DAT at 4050 ps
* Synth area leaders: dfrtp_1, fa_1, ha_1
* Final setup fails at 0
* Setup crit end kind: flop
* Adder Area Share at 26.84%
* Area growth, synth to finish at 12.43%
* Commonest cells in the netlist: inv_1, ha_1, dfrtp_1
* Flip-flops with a built-in enable at 0
* Routed wire length at 31530 µm
* Yosys stat cell total at 1789
* Fin Clk Skew at 8.343 ps
* Max FO, Critical Path at 8
* Mapped cell area at 0.01507 mm²
* Synth warn at 2
* Avg WL per Cell at 12.48 µm
* Wire length of the first global-routing pass at 54780 µm
* CP Launch Type: primary input
* Clock latency (worst-skew pair) at 480 ps
* CTS clk-pin slew, worst paths at 60 ps
* Syn Area/Cell at 8.421 µm²
* Util after Layout at 34.39%
* RSZ-0062 raised after global routing: no
* IO Pins at 198
* Longest Clk Path Bufs at 2
* Initial DRC Count at 519
* Synthesis area per yosys at 0.01507 mm²
* Max cap viols at 0
-- layer usage --
layer,share of wire (%),track usage [%],wire length (µm)
met1,49,19.76,15370
met2,45,21.15,14260
met5,0.041,0,13
met4,1.6,1.809,510
met3,4.4,2.866,1386
-- report_power, final --
part | switching, mW | total, mW | internal (mW) | leakage [nW]
clock network | 0.582 | 1.36 | 0.777 | 0.276
registers | 0.282 | 1.80 | 1.52 | 1.83
logic | 4.70 | 8.46 | 3.76 | 6.24
total | 5.56 | 11.6 | 6.05 | 8.35
-- flip-flops by register name (all words and copies together), names as in the netlist --
signal,count
data_vld_delay,2
lif_channel_inst.u_lif_neuron.membrane_potential,128
lif_channel_inst.u_lif_neuron.spike_out,8
-- how the worst max path moves through the flow --
| stage | startpoint | end | slack, ps | depth (start not counted) |
|---|---|---|---|---|
| 5_1_grt | ch4_data_i[7] | flop | 870 | 12 |
| 4_1_cts | ch1_data_i[7] | flop | 1120 | 12 |
| 6_report | ch1_data_i[7] | flop | 1100 | 12 |
-- cell families (layout without fill, tap and decap cells) --
logic type | count (synthesis) | in the layout
compound gates | 436 | 436
xor+xnor | 83 | 83
fa+ha+maj | 256 | 256
buf+inv | 542 | 560
flops | 138 | 138
mux | 2 | 2
other cells | 1 | 57
simple gates | 331 | 331
-- critical path, cell delays in order --
cell	delay [ps]
clkdlybuf4s50_1	480
inv_1	240
fa_1	610
inv_1	40
ha_1	380
a21o_1	220
a21oi_1	140
nor2b_1	70
o311a_1	330
a311oi_1	310
xor2_1	180
o22ai_1	80
-- final cells by class --
type | instances | area share, %
clock inverters | 10 | 0.5392
well taps | 664 | 4.905
multi-input cells | 1164 | 56.35
flip-flops and latches | 138 | 20.41
inverters | 442 | 9.795
clock buffers | 22 | 2.918
diodes | 1 | 0.01477
repair buffers | 86 | 5.075
-- cell usage in the layout (no fill, tap or decap), drive strengths merged, types with 9 or more instances in the layout --
cell type      synthesis  routed
inv                  442     442
ha                   144     144
dfrtp                138     138
o21ai                113     113
fa                   112     112
nor2                  86      86
a21oi                 79      79
clkdlybuf4s50          0      74
conb                   1      56
nand2                 55      55
xnor2                 51      51
nand3                 50      50
a21o                  45      45
o22ai                 45      45
xor2                  32      32
nor4                  25      25
a31o                  23      23
clkbuf                32      22
nor2b                 21      21
nor3                  20      20
nand4                 18      18
o21a                  18      18
a211oi                15      15
nand2b                14      14
a31oi                 12      12
buf                   68      12
o31ai                 11      11
nand3b                 9       9
No activity file was given, so power comes from the tool's default toggle rates.
